==> ./design.v <==
module reg_file #(parameter addr_width_p = 4)(
  input                     clk,
  input                     carry_en,
  input                     ov_o,
  input [addr_width_p-1:0]  rd_addr_i,
  input                     wen_i,
  input [7:0]               write_data_i,
  input                     store_to_reg,
  output logic [7:0]        acc_o,
  output logic [7:0]        rd_val_o
  );
logic [7:0] RF [2**addr_width_p:0];
assign acc_o    = RF[2**addr_width_p];
assign rd_val_o = RF[rd_addr_i];
always_ff @ (posedge clk)
  begin
    if (wen_i && !store_to_reg)
      RF [2**addr_width_p] <= write_data_i;
    if (wen_i && store_to_reg)
      RF [rd_addr_i] <= write_data_i;
    if(carry_en) begin
    RF[15] = ov_o;
    end
  end
endmodule
==> ./run.sh <==
#!/bin/bash
# OpenROAD 26Q1-2900-gdf79404cd8, Yosys 0.63+post, stock flow scripts
make -C /OpenROAD-flow-scripts/flow DESIGN_CONFIG=/design/flow/config.mk WORK_HOME=/design/flow/orfs finish
==> ./config.mk <==
export PLATFORM = sky130hd
export DESIGN_NAME = reg_file
export DESIGN_NICKNAME = reg_file
export VERILOG_FILES = /design/flow/design.v
export SDC_FILE = /design/flow/constraint.sdc
export NUM_CORES = 4
export LEC_CHECK = 1
export CORE_UTILIZATION = 50
==> ./constraint.sdc <==
current_design reg_file

set clk_period 2.7
set clk_io_pct 0.2

create_clock -name clk0 -period $clk_period [get_ports {clk}]

set non_clock_inputs [all_inputs -no_clocks]
set_input_delay [expr $clk_period * $clk_io_pct] -clock clk0 $non_clock_inputs
set_output_delay [expr $clk_period * $clk_io_pct] -clock clk0 [all_outputs]
==> GITHUB_STEP_SUMMARY <==
## Synthesis and layout report

| Metric | Value |
|---|---|
| CP Max Fanout | 6 |
| Clock Tree Buf Depth | 2 |
| Drt total wl | 11.2 mm |
| Leakage | between 0.002 and 0.0025 uW |
| Status | finished, final reports clean |
| Vias/cell | about 5.7 |
| Ys async rst share | 0% |
| Power density cells | 734 nW/um2 |
| Top_reg_cell synth | edfxtp_1 |
| Total area of sequential cells | roughly 4000 um2 |
| Critical Path Start | rd_addr_i[1] |
| Req. time, crit path | 2.16 ns |
| Max-cap viol count | 0 |
| Max reg flops | around 140 |
| Synthesis area per yosys | 5350 um2 |
| Die Y | 105 um |
| Worst IR Drop VDD | roughly 420 uV |
| Vias | 2838 |
| Final cell count without fillers | 498 |
| Routability cong. | 0.872 |
| Initial DRC Count | 150 |
| Clock transition at path regs | 0.06 ns |
| Final hold violations | 0 |
| YS warnings | 1 |
| Setup violations, final | 0 |
| Layout fillers | 722 |
| Antenna violations before repair | 0 |
| Fin crit period | between 2 and 3 ns |
| Unique cell types | 31 |
| Unrepaired setup endpoints after global routing | true |
| Clk sink count | 136 |
| Grt total ovfl | 0 |
| Synth Cell Area | about 5400 um2 |
| Logic cell area | 1300 um2 |
| Register bank with the most flops | RF |
| Setup TNS | 0 ns |
| RR Startpoint | RF[15][6] |
| Buffers added on ports | 32 |
| # IOs | 33 |
| First drt pass iteration count | 4 |
| Layout cell share with drive strength beyond 1 | 33.1% |
| Seq share, synth | 75.0% |
| CP max stage cell | clkdlybuf4s50_1 |
| Clock Latency Late Sink | 0.50 ns |
| Post-DR wirelength/cell | 22.4 um |
| Core Rows | 37 |
| Slowest stage delay, CP | 0.46 ns |
| First-pass GRT wire length | roughly 17 mm |
| Largest net degree at the start of global routing | 18 |
| Inst Count DP | 464 |
| DRC | 0 |
| Final std cell area, no fill | just under 7000 um2 |
| Worst min path class | register to register |
| CP startpoint kind | input pin |
| Clock Skews | 0 ns |
| Cts hold-fix bufs | 0 |
| WP data arrival | 2.08 ns |
| WP buf/inv | 3 |
| Synth flops | 136 |
| Post-synth EDFFs | 129 |
| Crit-path cells | buf_2 > bufbuf_16 > and2_4 > a221oi_2 > a21oi_1 > o21ai_1 > clkdlybuf4s50_1 |
| Cell chosen for the clock root | clkbuf_8 |
| Fmax | roughly 380 MHz |
| Slew at the pin with the worst max-slew slack | 0.770 ns |
| Biggest regs | RF x136 |
| CTS tree | yes |
| Tcrit/Tclk final | between 90% and 100% |
| Crit Path Class | input pin to output port |
| Layout area overhead | 27.8% |
| CTS Buf Count | 17 |
| Chip Area | 11100 um2 |
| Initial Util | 51.6% |
| Post-DP HPWL | 7.06 mm |
| Slew Viols, Final | 0 |
| DIE WIDTH | ~110 um |
| Synth Instances | roughly 270 |
| Mean Syn Cell Area | 19.5 um2 |
| Critical Path Sink Type | output port |
| Hold path start | RF[15][3] |
| Placement Cell Area | 6050 um2 |
| Critical path's top delay family | buffers and inverters |
| Antenna-violating nets left | 0 |
| OpenROAD warnings | 27 |
| Antenna cells | 0 |
| GRT Overall Usage | around 24% |
| H-tree depth | 4 |
| Ys cells | 274 |
| Vias in the first global route | around 3100 |
| Slew HR | 48.5% |
| Core area | 10400 um2 |
==> metal layers <==
metal	vias up	global-route usage (%)	wire length, um
li1	1278	-	-
met1	1393	37.3	4290
met2	155	33.9	5260
met3	12	16.2	1440
met4	0	4.23	178
met5	-	0	0
==> cells in the final DEF (no fill, tap or decap), drive strengths merged <==
cell type and count:
a21oi 15, nor2 13, clkinv 4, bufinv 4
dfxtp 7, dlygate4sd2 3, o21ai 12, a221oi 4
or2 1, nand2b 2, nand2 12, a211oi 4
nand4b 1, edfxtp 129, nand4 1, mux2i 12
clkdlybuf4s50 23, dlymetal6s2s 3, bufbuf 2, or3 1
clkbuf 18, and2 1, inv 3, nor2b 6
a32oi 4, mux4 28, clkinvlp 4, buf 41
nor3 4
==> cell families (layout without fill, tap and decap cells) <==
group	count (synthesis)	in the layout	synth area share, %
compound gates	39	39	4.60
simple gates	42	42	3.74
mux	40	40	14.3
flops	136	136	75.0
buf+inv	17	105	2.36
==> power breakdown <==
part | total, uW | internal (uW) | switching (uW)
logic | 323 | 168 | 155
clock network | 2350 | 1510 | 844
registers | 2350 | 2340 | 7.56
total | 5020 | 4020 | 1010
==> worst reg2reg max path, cell delays in order, from the launching register on <==
cell	delay, ns
dfxtp_1	0.38
o21ai_0	0.11
a21oi_1	0.15
==> synth_stat cells (2+ instances only) <==
master    instances  area, um2
buf_12            2       40.0
mux2i_1          12        120
o21ai_1           4       20.0
a21oi_1          15       75.1
buf_6             3       33.8
clkbuf_1          6       22.5
mux4_2           24        541
nor2b_1           6       37.5
edfxtp_1        129       3870
o21ai_0           8       40.0
nor3_1            4       20.0
mux4_1            4        105
a32oi_1           4       35.0
nand2_1          12       45.0
a211oi_1          3       22.5
dfxtp_1           7        140
nor2_1           12       45.0
a221oi_1          3       26.3
nand2b_1          2       12.5
buf_2             3       15.0
==> worst paths after layout <==
| path | end | slack (ns) | cells past startpoint |
|---|---|---|---|
| max | rd_val_o[5] | 0.08 | 7 |
| min | RF[15][3] | 0.48 | 2 |
| max reg2reg | RF[15][6] | 1.99 | 2 |
| min reg2reg | RF[15][3] | 0.48 | 2 |
==> layout make-up <==
type	instances	share of cell area [%]
Clock buffer	18	6.11
Clock inverter	14	2.85
Inverter	1	0.0549
Multi-Input combinational cell	121	19.0
Sequential cell	136	58.7
Tap cell	136	2.49
Timing Repair Buffer	72	10.8
==> metrics by stage <==
step                setup WS (ns)  utilization [%]  total power (uW)  hold slack (ns)
floorplan                   0.436                -              2530            0.449
global placement           -0.291             58.3              2680            0.467
detailed placement         -0.321             58.3              2680            0.468
CTS                       -0.0294             65.4              5050            0.480
global route             -0.00851             66.0              5170            0.508
finish                     0.0763             66.0              5020            0.480
==> what timing repair did <==
action,CTS,global route
pin swaps,7,5
endpoints found under the setup margin,8,5
buffers inserted,0,0
gates cloned,2,0
hold endpoints to repair,0,0
resized,33,13
Power figures rest on the tool's default switching activity, not on a simulated workload.
