==> flow/config.mk <==
export PLATFORM = sky130hd
export DESIGN_NAME = IF
export DESIGN_NICKNAME = IF
export VERILOG_FILES = /design/flow/design.v
export SDC_FILE = /design/flow/constraint.sdc
export NUM_CORES = 4
export LEC_CHECK = 1
export CORE_AREA = 10 10 70 70
export DIE_AREA = 0 0 80 80
==> flow/run.sh <==
#!/bin/bash
# OpenROAD 26Q1-2900-gdf79404cd8, Yosys 0.63+post, stock flow scripts
make -C /OpenROAD-flow-scripts/flow DESIGN_CONFIG=/design/flow/config.mk WORK_HOME=/design/flow/orfs finish
==> flow/constraint.sdc <==
current_design IF

set clk_period 1.6
set clk_io_pct 0.2

create_clock -name clk0 -period $clk_period [get_ports {CLK}]

set non_clock_inputs [all_inputs -no_clocks]
set_input_delay [expr $clk_period * $clk_io_pct] -clock clk0 $non_clock_inputs
set_output_delay [expr $clk_period * $clk_io_pct] -clock clk0 [all_outputs]
==> flow/design.v <==
module IF(
  input               Abs_Jump,       
  input [8:0]         Offset,
  input               Reset,
  input               Halt,
  input               CLK,
  output logic[8:0]   PC              
  );
  always @(posedge CLK)
	if(Reset)               
	  PC <= 0;
	else if(Halt)           
	  PC <= PC;						
    else if(Abs_Jump)     
	  PC <= Offset;
	else                    
	  PC <= PC+1;
endmodule
==> flow_summary.json <==
{
  "antenna_found_initial": 0,
  "die_area_um2": 6400,
  "hold_class": "reg2reg",
  "postPlaceCellArea_um2": 896,
  "synth_seq_share_pct": 31.0,
  "yosysWarnings": 1,
  "worst_pin_slew_ps": 265,
  "min_to": "PC[6]",
  "ios": 22,
  "area_leaders": "dfxtp_1, a31oi_1, and4_1",
  "top_cell_area_share_pct": 31.0,
  "first_global_vias": 590,
  "drive_above_1_share_pct": 16.8,
  "min_path_cells": 2,
  "crit_family": "buffers and inverters",
  "layout_top_cell": "clkdlybuf4s50_1",
  "ys_area_um2": 582,
  "cap_violations": 0,
  "final_area_um2": 925,
  "ys_ff": 9,
  "critPathArrivalTime_ps": 1210,
  "ys_cells": 72,
  "drtAntennaViolNets": 0,
  "num_rows": 21,
  "cp_max_fo": 7,
  "portBuffers": 21,
  "adder_share_pct": 2.15,
  "power.total_uw": 576,
  "antenna_cells": 0,
  "fmax_mhz": 653,
  "regMostFlops": "PC",
  "setup_viol": 0,
  "worstReg2RegEnd": "PC[8]",
  "hp-start": "PC[4]",
  "cp-end-kind": "output port",
  "place.gp.congestion": 0.808,
  "outcome": "completed",
  "clock_path_buffers": 2,
  "drc_errors": 0,
  "worstSetupStartpointType": "flop",
  "htree_num_levels": 1,
  "skew_ps": 3.84,
  "period_used_pct": 95.8,
  "core-area_um2": 3420,
  "crit_buf_inv": 1,
  "vias": 653,
  "required_ps": 1280,
  "clk_pin_slew_ps": 60,
  "ys_types": 30,
  "pwr_density_cell_nw_per_um2": 623,
  "finalCriticalPeriod_ps": 1530,
  "drtIter0Drc": 32,
  "vdd_drop_max_mv": 0.286,
  "synth_area_leader_cell": "dfxtp_1",
  "grt_util_all_layers_pct": 5.41,
  "finalMaxSlewViolations": 0,
  "r2r_slack_ps": 140,
  "area_growth_pct": 58.9,
  "largest_register_ff_count": 9,
  "yosys.area_share.simple_pct": 31.4,
  "power.leakage_uw": 0.000345,
  "clock-sinks": 9,
  "xor_area_share_pct": 0,
  "vias_per_cell": 4.44,
  "wl_per_cell_um": 12.2,
  "syn_area_um2": 582,
  "worstSkewPairLatency_ps": 260,
  "worst_r2r_path_depth": 4,
  "slew_headroom_pct": 82.3,
  "rsz0062_at_grt": "false",
  "hpwl_um": 1420,
  "largestRegisters": "PC (9)",
  "synth.avg_cell_area_um2": 8.08,
  "setup_ws_ps": 67.9,
  "routed_wl_um": 1800,
  "fp_util_pct": 17.0,
  "synth.logic.top_family": "simple AND/OR/NAND/NOR gates",
  "grt_overflow_total": 0,
  "warning_count": 25,
  "preCtsSetupSlack_ps": -67.2,
  "slowest_delay_ps": 510,
  "die_w_um": 80,
  "postCtsSetupRepairBufs": 0,
  "path_class": "reg2out",
  "slowest_stage": "clkdlybuf4s50_1",
  "path_cells": "clkdlybuf4s50_1",
  "regToRegStartpoint": "PC[1]",
  "grt_pass1_wl_um": 2820,
  "mux_area_share_pct": 3.66,
  "cts_tree": "yes",
  "root_buffer": "clkbuf_4",
  "lay_top_cells": "clkdlybuf4s50_1, dfxtp_1, buf_4",
  "die_h_um": 80,
  "cts_buffers": 3,
  "async_flop_share_pct": 0,
  "edf_count": 0,
  "netlist_instances": 72,
  "yosys.area_share.aoi_pct": 26.0,
  "drtPass1Iterations": 4,
  "grt_max_degree": 10,
  "hold_viol": 0,
  "synthFlopType": "dfxtp_1"
}
[report_power, final]
part	internal (uW)	leakage, uW	switching, uW
Combinational	90.5	0.000256	48.5
Clock	96.3	0.0000150	83.4
Sequential	239	0.0000747	18.6
Total	426	0.000345	150
[stage by stage]
stage          std cells  utilization [%]  setup TNS (ps)  hold slack [ps]
3_3_place_gp         143             26.2            -136              540
5_1_grt              147             27.1               0              577
4_1_cts              147             27.0               0              568
6_report             147             27.1               0              554
2_1_floorplan         72                -               0              475
3_5_place_dp         143             26.2            -176              555
[Yosys cell counts, drive strengths merged, types with 3 or more instances]
cell type,instances
dfxtp,9
and3,3
and4,3
nor2b,3
buf,4
a22oi,3
or3b,3
nand2,6
a31oi,5
nor2,6
o21ai,5
[how the worst max path moves through the flow]
stage | startpoint | to | slack, ps | cells after the start
after CTS | PC[4] | PC[4] | 30 | 1
final | PC[5] | PC[5] | 70 | 1
after global routing | PC[2] | PC[2] | 10 | 1
[routing by layer]
metal	vias up	track usage, %	share of wire [%]
met5	-	0	0
met4	0	0.352	0
met3	0	3.07	11
met2	23	7.14	39
met1	288	7.72	50
li1	342	-	-
[cell type report]
cell class	instances	area (um^2)
Clock buffer	4	26.3
Fill cell	365	2490
Inverter	2	7.51
Multi-Input combinational cell	57	368
Sequential cell	9	183
Tap cell	46	57.6
Timing Repair Buffer	29	283
[repair_timing]
action / 4_1_cts / 5_1_grt
setup endpoints to repair: 0 / 2
resized: 0 / 2
hold buffers: 0 / 0
[kinds of logic (layout without fill, tap and decap cells)]
family                   Yosys count  count (layout)
buffers and inverters              6              35
adder cells (fa/ha/maj)            1               1
AND-OR/OR-AND                     22              22
AND/OR/NAND/NOR                   32              32
flip-flops                         9               9
multiplexers                       2               2
[worst reg2reg max path: cells and delay by family, from the launching register on]
kind | cells | cell delay (ps)
AND-OR/OR-AND | 1 | 100
adder cells (fa/ha/maj) | 1 | 230
flip-flops | 1 | 400
AND/OR/NAND/NOR | 2 | 620
Power figures rest on the tool's default switching activity, not on a simulated workload.
